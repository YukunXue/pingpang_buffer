`./design.v`:
```
`timescale 1ps/1ps
module data_gen(
	input				clk,
	input				rst_n,
	output	reg			data_en,
	output	reg [15:0]	data_in
);
always @(posedge clk or negedge rst_n) begin
	if(rst_n == 1'b0)begin
		data_en <= 1'b0;
	end
	else
		data_en <= 1'b1;
end
always @(posedge clk or negedge rst_n)begin
	if(rst_n == 1'b0)
		data_in	<= 16'd0;
	else if(data_in == 16'd199)
		data_in <= 16'd0;
	else if(data_en)
		data_in <= data_in + 1'd1;
	else
		data_in <= data_in;
end
endmodule
```
`./run.sh`:
```
#!/bin/bash
# OpenROAD 26Q1-2900-gdf79404cd8, Yosys 0.63+post, stock flow scripts
make -C /OpenROAD-flow-scripts/flow DESIGN_CONFIG=/design/flow/config.mk WORK_HOME=/design/flow/orfs finish
```
`./config.mk`:
```
export PLATFORM = sky130hd
export DESIGN_NAME = data_gen
export DESIGN_NICKNAME = data_gen
export VERILOG_FILES = /design/flow/design.v
export SDC_FILE = /design/flow/constraint.sdc
export NUM_CORES = 4
export LEC_CHECK = 1
export CORE_AREA = 10 10 84 84
export DIE_AREA = 0 0 94 94
```
`./constraint.sdc`:
```
current_design data_gen

set clk_period 2.4
set clk_io_pct 0.2

create_clock -name clk0 -period $clk_period [get_ports {clk}]

set non_clock_inputs [all_inputs -no_clocks]
set_input_delay [expr $clk_period * $clk_io_pct] -clock clk0 $non_clock_inputs
set_output_delay [expr $clk_period * $clk_io_pct] -clock clk0 [all_outputs]
```
==> impl_metrics.py <==
# Synthesis and PnR figures
metrics = {
    "power_and_ir_drop": {
        "p_int_mw": 0.6213,
        "p_total_mw": 0.8793,
        "p_comb_share_pct": 26.7,
        "power.density_nw_per_um2": 780.0,
        "peakVddDrop_mv": 0.2343,
        "switching_share_pct": 29.34,
        "clockPowerShare_pct": 23.8,
        "share_seq_of_total_power_pct": 49.5,
        "p_leak_nw": 0.4598,
        "p_sw_mw": 0.2580,
    },
    "logic_synthesis": {
        "ys_sh_xor_pct": 14.04,
        "logic_family": "simple AND/OR/NAND/NOR gates",
        "ys_seq_elements": 17,
        "syn_area_um2": 810.8,
        "ys_sh_aoi_pct": 2.469,
        "simple_gate_share_pct": 24.85,
        "yosysCellCount": 70,
        "ys_area_um2": 810.8,
        "syn-instance-count": 70,
        "ys_warn_count": 1,
        "fa_ha_area_share_pct": 1.543,
        "syn_area_per_cell_um2": 11.58,
        "mux_area_share_pct": 3.086,
        "ys_seq_share_pct": 52.47,
        "synth_cell_types": 26,
    },
    "final_layout": {
        "mostFrequentLayoutCells": "18 x clkdlybuf4s50_1, 17 x dfrtp_1, 9 x xnor2_1, 6 x nor2_1",
        "lay_top_count": "clkdlybuf4s50_1",
        "syn_to_final_growth_pct": 39.04,
        "final_area_um2": 1127,
        "layout-drive-gt1-share_pct": 14.13,
        "final.fill_count": 570,
    },
    "sta": {
        "period_used_pct": 73.45,
        "grt_setup_unrepaired": "no",
        "final_hold_viol_count": 0,
        "final_max_slew_viol_count": 0,
        "holdWs_ps": 511.8,
        "fmax_mhz": 567.3,
        "clock_skew_ps": 3.883,
        "period_minus_slack_ps": 1763,
        "setup_viol": 0,
        "setup_tns_ps": 0,
    },
    "placed_design": {
        "gp_congestion": 0.8173,
        "dpl.hpwl_um": 1451,
        "port_buffers": 18,
        "postPlaceCellArea_um2": 1081,
    },
    "clock_network": {
        "clk_path_buf_depth": 2,
        "path_clk_slew_ps": 70,
        "post_cts_buffers": 0,
        "cts_inserted_buffers": 3,
        "holdBufCountCts": 0,
        "cts_root_buf": "clkbuf_8",
        "cts.htree.levels": 1,
        "cts_tree": "yes",
        "clock_latency_ps": 250,
        "clock_sinks": 17,
        "cts_resized": 0,
    },
    "setup_path": {
        "rr_startpoint": "data_in[0]",
        "r2r_slack_ps": 640,
        "r2r_end": "data_in[7]",
        "crit_arrival_ps": 1900,
        "crit_path_end_kind": "flip-flop",
        "worstPathRequired_ps": 2540,
        "critPathKind": "flip-flop to flip-flop",
        "worstSetupStartpointType": "flip-flop",
        "worstRegToRegCells": 5,
        "crit_path_max_fanout": 7,
    },
    "die": {
        "fp_util_pct": 15.58,
        "die_height_um": 94,
        "num_rows": 26,
        "placeableCoreArea_um2": 5205,
        "die_width_um": 94,
        "io_pins": 19,
        "die_area_um2": 8836,
    },
    "route": {
        "drt_wl_total_um": 1891,
        "initialDrtViolationCount": 35,
        "wl_per_cell_um": 11.67,
        "antenna_left": 0,
        "viasPerCell": 3.549,
        "num_antenna_cells": 0,
        "drc": 0,
        "drt-pass1-iter-count": 4,
        "num_vias": 575,
    },
    "worst_hold_path": {
        "min_from": "data_in[15]",
        "whs_path_depth": 1,
        "hold_end": "data_in[15]",
        "hp-class": "flip-flop to flip-flop",
    },
    "status": {
        "status": "completed",
    },
    "global_routing": {
        "grt_pass1_vias": 602,
        "antenna_found_initial": 0,
        "grtUsageTotal_pct": 4.565,
        "grt_pass1_wl_um": 3132,
        "overflow": 0,
        "grt_max_degree": 18,
    },
    "run": {
        "warning_count": 25,
        "maxCapViolCount": 0,
    },
}
-- cells in the mapped netlist --
cell      number  area, um^2
inv_1          1       3.750
a22o_2         1       10.01
and3_4         1       11.26
and4_4         1       11.26
dfrtp_1       17       425.4
o21ai_0        1       5.000
a21oi_1        1       5.000
nor4_1         1       6.260
xnor2_1        9       78.83
ha_1           1       12.51
conb_1         1       3.750
and4_1         3       26.28
nor2b_1        1       6.260
nand3_1        3       15.01
and3_1         2       12.51
nor3_2         1       10.01
nand4_1        4       25.02
nand2_1        3       11.26
and4bb_2       2       25.02
mux2i_1        1       10.01
nor3_1         2       10.01
nor2_1         6       22.52
mux2_4         1       15.01
xor2_1         4       35.03
buf_2          1       5.000
and2_4         1       8.760
-- worst max-delay path, stage by stage (launching register included) --
cell      delay [ps]
dfrtp_1          460
ha_1             280
and4bb_2         230
and4_1           330
o21ai_0          130
a22o_2           220
-- sequential cells by signal (all words and copies together) (netlist names) --
signal / flops
data_in: 16
data_en: 1
-- worst max path at each step --
stage / cells after the start / to / startpoint
after global routing: 5 / data_in[7] / data_in[0]
final: 5 / data_in[7] / data_in[0]
after CTS: 5 / data_in[7] / data_in[0]
-- metal layers --
| metal | vias up | GRT usage (%) | share of wire [%] |
|---|---|---|---|
| li1 | 288 | - | - |
| met3 | 0 | 2.908 | 13 |
| met1 | 270 | 6.960 | 51 |
| met4 | 0 | 0.2532 | 0 |
| met5 | - | 0 | 0 |
| met2 | 17 | 5.357 | 35 |
-- cells by family (layout without fill, tap and decap cells) --
logic type	after synthesis	count (layout)
muxes	2	2
adders and majority gates	1	1
other	1	1
AOI/OAI and AO/OA	3	3
xor gates and xnor gates	13	13
and+or+nand+nor	31	31
buffers and inverters	2	24
DFF	17	17
-- power groups by stage --
| stage | logic, mW | clock network (mW) | registers, mW |
|---|---|---|---|
| CTS | 0.243 | 0.217 | 0.435 |
| global route | 0.265 | 0.226 | 0.450 |
| finish | 0.235 | 0.209 | 0.435 |
-- per-stage QoR --
| step | utilization [%] | setup slack (ps) | cells |
|---|---|---|---|
| CTS | 21.66 | 627.2 | 162 |
| floorplan | - | 870.0 | 70 |
| global placement | 20.77 | 727.7 | 158 |
| detailed placement | 20.77 | 644.5 | 158 |
| global route | 21.66 | 510.0 | 162 |
| finish | 21.66 | 637.2 | 162 |
-- final cells by class --
type | instances | area (um^2) | area share, %
Multi-Input combinational cell | 51 | 376.6 | 33.41
Sequential cell | 17 | 425.4 | 37.74
Tap cell | 70 | 87.58 | 7.769
Timing Repair Buffer | 19 | 187.7 | 16.65
Clock inverter | 1 | 5.005 | 0.4440
Inverter | 1 | 3.754 | 0.3330
Clock buffer | 3 | 41.29 | 3.663
Power and IR drop assume default switching activity.
