==> flow/design.v <==
`timescale 1ns / 1ps
module pingpang_buffer(
    input rst_n,
    input[15:0] data_in,
    input clk,
    input switch,
    output [15:0] data_out
    );
    reg  [15:0] buffer_a;
    reg  [15:0] buffer_b;
    reg buffer_sel;   
    always@(posedge clk or negedge rst_n) begin
        if(!rst_n)
            buffer_sel <= 0;
        else if(switch)
            buffer_sel <= !buffer_sel;
    end
    always@(posedge clk or negedge rst_n) begin
        if(!rst_n)
            buffer_a <= 16'b0;
        else if(!buffer_sel)
            buffer_a <= data_in;
    end
    always@(posedge clk or negedge rst_n) begin
        if(!rst_n)
            buffer_a <= 16'b0;
        else if(buffer_sel)
            buffer_b <= data_in;
    end
    assign data_out = buffer_sel?buffer_a:buffer_b;
endmodule
==> flow/run.sh <==
#!/bin/bash
# OpenROAD 26Q1-2900-gdf79404cd8, Yosys 0.63+post, stock flow scripts
make -C /OpenROAD-flow-scripts/flow DESIGN_CONFIG=/design/flow/config.mk WORK_HOME=/design/flow/orfs finish
==> flow/config.mk <==
export PLATFORM = sky130hd
export DESIGN_NAME = pingpang_buffer
export DESIGN_NICKNAME = pingpang_buffer
export VERILOG_FILES = /design/flow/design.v
export SDC_FILE = /design/flow/constraint.sdc
export NUM_CORES = 4
export LEC_CHECK = 1
export CORE_AREA = 10 10 89 89
export DIE_AREA = 0 0 99 99
==> flow/constraint.sdc <==
current_design pingpang_buffer

set clk_period 2.0
set clk_io_pct 0.2

create_clock -name clk0 -period $clk_period [get_ports {clk}]

set non_clock_inputs [all_inputs -no_clocks]
set_input_delay [expr $clk_period * $clk_io_pct] -clock clk0 $non_clock_inputs
set_output_delay [expr $clk_period * $clk_io_pct] -clock clk0 [all_outputs]
==> flow_summary.ini <==
; flow metrics
[outcome]
status = completed

[cts]
cts_inserted_buffers = 3
cts_root_buf = clkbuf_8
clk_pin_slew_ns = 0.06
cts_buffer_depth = 2
cts_tree = done
post_cts_buffers = 0
cts_hold_buf = 0
clk_latency_ns = 0.24
cts.sinks = 17
h-tree-depth = 1

[power_and_ir_drop]
power_uw = 1140
powerDensity_mw_per_mm2 = 1020
leakage_uw = 0.000380
ir_drop_uv = 465

[synth]
simple_gate_share_pct = 17.6
top_area_cell = edfxtp_1
common_cells = edfxtp_1, nor2b_1, and2b_1
ff_type = edfxtp_1
topCellsByArea = edfxtp_1, nor2b_1, and2b_1
synth-area-yosys_um2 = 638
syn_area_um2 = 638
xor_area_share_pct = 1.37
mux_area_share_pct = 0
ys_seq_share_pct = 79.2
ys_types = 7
edf_count = 16
ys_sh_aoi_pct = 0
top_cell_area_share_pct = 75.3
yosysWarnings = 33
avgSynthCellArea_um2 = 17.7
synthCells = 36
synthAdderAreaFrac_pct = 0
synthTopLogicFamily = simple AND/OR/NAND/NOR gates
top_cell = edfxtp_1
async_reset_ff_share_pct = 5.88
ys_cells = 36
synth-seq-cells = 17

[drt]
drt-wirelength-per-cell_um = 11.1
routed-via-count = 384
antennaDiodeCount = 0
drc = 0
drt_pass1_iterations = 2
antenna_left = 0
via_per_inst = 2.56
drt_iter0_drc = 8
routed_wirelength_mm = 1.66

[global_routing]
grt.overflow.total = 0
grt_pass1_vias = 430
antenna_found_initial = 0
grt_max_degree = 19
grt_pass1_wl_mm = 2.40
grt_usage_pct = 3.30

[final_timing]
fin_skew_ns = 0.000314
setup_tns_ns = 0
grt_setup_unrepaired = no
max_slew_margin_pct = 81.9
fmax_mhz = 541
finalSetupViolCount = 0
slew_violations = 0
period_used_pct = 92.3
hold_violations = 0
tightest_slew_ns = 0.272
period_needed_ns = 1.85

[critical_path]
critPathKind = reg2out
crit_path_end_kind = output pin
cp.arrival_ns = 1.45
worstSetupStartpointType = flop
required_ns = 1.60
cp_max_fo = 18

[run]
warning_count = 25
maxCapViolCount = 0

[floorplanning]
die_x_um = 99
ios = 35
fp_util_pct = 10.7
die_h_um = 99
rows = 28
dieArea_mm2 = 0.00980
core_mm2 = 0.00599

[finish]
fillers = 639
drive_above_1_share_pct = 8.00
syn2layout_area_growth_pct = 75.9

[min_path]
hold_path_class = in2async

[placement]
gp_congestion = 0.724
post-dp-hpwl_mm = 1.49
io_buffers = 34
## through the flow
step / hold WS, ns / worst slack, ns / utilization (%) / cell area [um^2] / instances
after CTS: 0.307 / 0.0113 / 18.7 / 1120 / 150
final: 0.311 / 0.153 / 18.7 / 1120 / 150
after global routing: 0.301 / 0.0606 / 18.7 / 1120 / 150
after floorplan: 0.104 / 0.604 / - / 638 / 36
after global placement: 0.561 / 0.287 / 18.0 / 1080 / 146
after detailed placement: 0.568 / 0.281 / 18.0 / 1080 / 146
## power breakdown
part | total (uW) | switching, uW | internal (uW)
combinational | 369 | 93.9 | 275
sequential | 530 | 54.6 | 475
clock | 242 | 101 | 141
## final cells by class
type	instances	area [um^2]	area share, %
tap	75	93.8	8.36
multi-input combinational	18	121	10.8
sequential	17	507	45.2
clock buffer	4	45.0	4.01
timing repair buffer	36	355	31.7
## worst paths after layout
kind	startpoint	endpoint	slack, ns	cells past startpoint
min reg2reg	buffer_sel	buffer_sel	0.66	1
max	buffer_sel	data_out[4]	0.15	2
max reg2reg	buffer_sel	buffer_b[5]	0.78	2
min	rst_n	buffer_sel	0.31	1
min in group clk0	buffer_sel	buffer_sel	0.66	1
max in group asynchronous	rst_n	buffer_sel	1.56	1
## metal layers
metal	global-route usage [%]	vias up	wire length (um)
met2	5.96	22	845
met4	0.221	0	6
met3	2.89	2	267
met5	0	-	0
li1	-	201	-
met1	2.73	159	544
## timing repair
item                       4_1_cts  5_1_grt
setup endpoints to repair        0        9
hold endpoints to repair         0        0
gates resized                    0        1
## state kept, by name (all words and copies together), names as in the netlist
signal	flops
buffer_b	16
buffer_sel	1
## layout by cell type, fill, tap and decap left out
master and n:
clkbuf_8 3, clkdlybuf4s50_1 34, edfxtp_1 16, buf_4 2, and2b_1 5, dfrtp_2 1, and2_1 1, xor2_1 1
clkbuf_1 1, nor2b_1 11
## worst max-delay path, cell delays in order, from the launching register on
cell and delay, ns:
dfrtp_2 0.51, and2b_1 0.23, clkdlybuf4s50_1 0.47
## cell families (layout without fill, tap and decap cells)
family / count (synthesis) / in the layout
XOR/XNOR: 1 / 1
buffers and inverters: 1 / 40
flip-flops: 17 / 17
AND/OR/NAND/NOR: 17 / 17
No activity file was given, so power comes from the tool's default toggle rates.
